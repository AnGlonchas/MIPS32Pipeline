==> /design/flow/design.v <==
`timescale 1ns/1ns
module Mux32(
    input [31:0] op1,
    input [31:0] op2,
    input sel,
    output [31:0] res
);
    assign res = (sel) ? op2 : op1;
endmodule
module Mux5(
    input [4:0] op1,
    input [4:0] op2,
    input sel,
    output [4:0] res
);
    assign res = (sel) ? op2 : op1;
endmodule
==> /design/flow/run.sh <==
#!/bin/bash
# OpenROAD 26Q1-2900-gdf79404cd8, Yosys 0.63+post, stock flow scripts
make -C /OpenROAD-flow-scripts/flow DESIGN_CONFIG=/design/flow/config.mk WORK_HOME=/design/flow/orfs finish
==> /design/flow/config.mk <==
export PLATFORM = sky130hd
export DESIGN_NAME = Mux32
export DESIGN_NICKNAME = Mux32
export VERILOG_FILES = /design/flow/design.v
export SDC_FILE = /design/flow/constraint.sdc
export NUM_CORES = 4
export LEC_CHECK = 1
export CORE_AREA = 10 10 70 70
export DIE_AREA = 0 0 80 80
==> /design/flow/constraint.sdc <==
current_design Mux32

set clk_period 1.0
set clk_io_pct 0.2

create_clock -name clk0 -period $clk_period

set non_clock_inputs [all_inputs -no_clocks]
set_input_delay [expr $clk_period * $clk_io_pct] -clock clk0 $non_clock_inputs
set_output_delay [expr $clk_period * $clk_io_pct] -clock clk0 [all_outputs]
==> impl_metrics.json <==
{
  "drt_first_pass_iters": 2,
  "violations": "negative setup slack",
  "yosysWarnings": 0,
  "max-vdd-ir-drop_mv": 0.173,
  "diodes": 0,
  "hold_viol": 0,
  "grt_pass1_wl_mm": 4.15,
  "drc": 0,
  "status": "complete, but fails checks",
  "max-slew-margin-rel_pct": 95.9,
  "cp_slowest_cell": "mux2_4",
  "syn_area_sq_um": 544,
  "regArea_sq_um": 0,
  "grt_antenna_before_repair": 0,
  "area_growth_pct": 212,
  "drv_cap": 0,
  "power.leakage_nw": 0.990,
  "vias": 730,
  "grt_pass1_vias": 824,
  "critical_path_buf_inv_count": 4,
  "ys_seq_share_pct": 0,
  "max_freq_mhz": 851,
  "num_rows": 21,
  "gp_congestion": 0.760,
  "mi_logic_area_sq_um": 480,
  "worst_hold_path.num_cells": 3,
  "io_buffers": 97,
  "topCellsByArea": "mux2_4, buf_12, mux2_2",
  "rsz0062_at_grt": "true",
  "maxSlewViolCount": 0,
  "syn_inst": 36,
  "end_kind": "output port",
  "yosysTopAreaCellShare_pct": 82.8,
  "wl_per_cell_um": 14.8,
  "swShare_pct": 21.3,
  "gr-total-overflow": 0,
  "combPwrFrac_pct": 100.0,
  "fin_crit_sh_pct": 118,
  "grt_use_met3_pct": 3.07,
  "p_int_mw": 0.519,
  "fp_util_pct": 15.9,
  "cp-start-kind": "input pin",
  "critPathMostFrequentCell": "buf_12",
  "drtIter0Drc": 4,
  "nClkBuffers": 0,
  "p_switching_mw": 0.141,
  "via_per_inst": 3.80,
  "layout_min_cycle_time_ns": 1.18,
  "pwr-share-seq_pct": 0,
  "setup_viol": 32,
  "io_pins": 97,
  "top_usage_layer": "met2",
  "layout-drive-gt1-share_pct": 56.2,
  "required_ns": 0.80,
  "hpwl_mm": 2.40,
  "power.density_nw_per_um2": 389,
  "grt_use_total_pct": 7.87,
  "tightest_slew_ns": 0.0611,
  "die_x_um": 80,
  "met1_usage_pct": 8.97,
  "finalWorstSetupSlack_ns": -0.175,
  "fp.coreArea_sq_um": 3420,
  "critPathTopFamily": "buffers and inverters",
  "cp.depth": 5,
  "post-place-cells": 177,
  "critical_path_class": "input pin to output port",
  "ys_cells": 36,
  "max_stage_delay_ns": 0.30,
  "use_met2_pct": 14.3,
  "synth_cell_type_count": 4,
  "dieArea_sq_um": 6400,
  "hold_path.class": "input pin to output port",
  "fin_cells": 192,
  "die_h_um": 80,
  "postRouteWirelength_mm": 2.85,
  "grt_max_degree": 8,
  "warnings": 34,
  "cts_hold_buf": 0,
  "pwr-share-clk_pct": 0,
  "syn_area_per_cell_sq_um": 15.1,
  "drtAntennaViolNets": 0,
  "post-place-ws_ns": -0.497,
  "design.seq.count": 0,
  "arrival_ns": 0.98,
  "yosys_area_sq_um": 544,
  "crit_chain": "buf_12, buf_12, buf_8, mux2_4, buf_6",
  "fillCellCount": 327,
  "yosysTopAreaCell": "mux2_4",
  "hold_ws_ns": 0.694,
  "path_max_fanout": 7
}
-- worst min-delay path, cell delays in order --
cell and delay, ns:
dlymetal6s2s_1 0.08, mux2_4 0.13, buf_2 0.08
-- cells in the final DEF (no fill, tap or decap), drive strengths merged --
master	instances
clkdlybuf4s50	10
dlymetal6s2s	14
mux2	32
dlygate4sd2	40
buf	50
-- Yosys cell counts, drive strengths merged --
| cell | n |
|---|---|
| mux2 | 32 |
| buf | 4 |
-- power by group through the flow --
stage	logic, mW	clock network [mW]	registers, mW
6_report	0.660	0	0
5_1_grt	0.706	0	0
4_1_cts	0.644	0	0
-- worst paths after layout --
check     from      end  slack [ns]
max        sel  res[31]       -0.18
min    op1[24]  res[24]        0.69
-- logic make-up after synthesis --
kind of cell / count (synthesis) / synth area share (%)
buf+inv: 4 / 13.1
mux: 32 / 86.9
-- final cells by class --
type,count,share of cell area [%]
timing repair buffer,114,68.3
tap,46,3.39
multi-input combinational,32,28.3
-- through the flow --
stage / cell area, sq um / total power, mW / TNS [ns] / utilization (%)
final: 1700 / 0.660 / -5.03 / 49.7
after global routing: 1700 / 0.706 / -5.62 / 49.7
after CTS: 1610 / 0.644 / -5.20 / 47.0
after detailed placement: 1540 / 0.655 / -15.27 / 45.0
after global placement: 1540 / 0.654 / -15.25 / 45.0
after floorplan: 544 / 0.206 / 0 / -
-- per-layer routing --
layer	share of wire [%]	vias up
li1	-	362
met3	11	0
met5	0	-
met4	0	0
met1	40	317
met2	49	51
-- what timing repair did --
action / 4_1_cts / 5_1_grt
resized: 170 / 23
buffers inserted: 14 / 0
cloned: 1 / 0
setup endpoints to repair: 32 / 32
Power and IR drop assume default switching activity.
