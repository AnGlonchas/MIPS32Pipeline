## ./run.sh

```bash
#!/bin/bash
# OpenROAD 26Q1-2900-gdf79404cd8, Yosys 0.63+post, stock flow scripts
make -C /OpenROAD-flow-scripts/flow DESIGN_CONFIG=/design/flow/config.mk WORK_HOME=/design/flow/orfs finish
```

## ./config.mk

```make
export PLATFORM = sky130hd
export DESIGN_NAME = ALUZeroFlag
export DESIGN_NICKNAME = ALUZeroFlag
export VERILOG_FILES = /design/flow/design.v
export SDC_FILE = /design/flow/constraint.sdc
export NUM_CORES = 4
export LEC_CHECK = 1
export CORE_UTILIZATION = 30
```

## ./constraint.sdc

```tcl
current_design ALUZeroFlag

set clk_period 14.8
set clk_io_pct 0.2

create_clock -name clk0 -period $clk_period

set non_clock_inputs [all_inputs -no_clocks]
set_input_delay [expr $clk_period * $clk_io_pct] -clock clk0 $non_clock_inputs
set_output_delay [expr $clk_period * $clk_io_pct] -clock clk0 [all_outputs]
```

## ./design.v

```verilog
`timescale 1ns/1ns
module ALUZeroFlag(
    input [31:0] a, b,
    input [2:0] sel,
    output reg [31:0] out,
    output reg zeroFlag
);
always @* begin
    case(sel)
        3'b0000: out = a + b;
        3'b0001: out = a - b;
        3'b0010: out = a & b;
        3'b0011: out = a | b;
        3'b0100: out = (a < b) ? 32'd1 : 32'd0;  
        3'b0101: out = a ^ b;         
        default: out = 32'b0;
    endcase
    zeroFlag = (out == 32'b0) ? 1'b1 : 1'b0;
    end
endmodule
```

==> results.txt <==
Outcome -> finished clean
Slew headroom -> 42.06%
Cells after Synth -> 859
Vias -> 6707
# Cells Yosys -> 859
I/O pin count -> 100
Startpoint Class -> primary input
Yosys warning tally -> 1
DP HPWL -> 17580 microns
Yosys Chip Area -> 5667 sq um
Total grt overflow -> 0
RSZ-0062 raised after global routing -> no
Crit path largest cell delay -> 0.76 ns
Unique cell types -> 82
Critical path depth in cells -> 16
Synth Cell Area -> 5667 sq um
Post-CTS resize count -> 0
Post-CTS Hold Fix Bufs -> 0
Top cells by area -> ha_1 23%, a21oi_1 6.9%, inv_1 6.8%, nor2_1 5.1%, nand2_1 4.3%
Pin count of the biggest net entering global routing -> 58
CP Max Fanout -> 5
CP Data Required Time -> 11.84 ns
Hold path cells -> 5
Gr usage total -> 22.51%
Pre-Place Util -> 31.12%
# rows -> 49
Tool warnings -> 106
CP endpoint kind -> primary output
Routed WL -> 21980 microns
Peak Freq -> 92.17 MHz
Setup bufs post-CTS -> 0
Delay-heaviest family, CP -> AND-OR/OR-AND gates
Synth Seq Share -> 0%
Post-route DRC -> 0
DIE WIDTH -> 139.4 microns
Crit share post-route -> 73.31%
Crit-path most repeated cell -> clkdlybuf4s50_1
Vias in the first global route -> 6256
Most frequent cell after synthesis -> ha_1
Yosys top cell area share -> 23.40%
Setup tns final -> 0 ns
Fillers -> 1899
Drt wl/cell -> 19.10 microns
First-pass GRT wire length -> 34670 microns
IR drop worst, VDD -> 11.70 uV
Ant. Diodes -> 0
Syn_area_per_cell -> 6.597 sq um
Commonest cells in the netlist -> 106 x ha_1, 103 x inv_1, 78 x a21oi_1
Slowest cell on crit path -> a2111oi_1
Clkbuf count -> 0
Flip-flops -> 0
# setup viols final -> 0
P per Cell Area -> 39.66 nW/um^2
Starting DRT DRC Count -> 663
PortBufs -> 100
Placed Area -> 6820 sq um
Total die size -> 19440 sq um
Leak pwr -> 2.969 nW
Final Slew Violations -> 0
First drt pass iteration count -> 5
Crit-path cells -> clkdlybuf4s50_1, ha_1, inv_1, fa_1, nand2b_1, a211oi_1, o211ai_1, a2111oi_1, a31o_2, mux2i_1, xnor2_1, a2111oi_0, and4b_1, nand4_1, nor4_2, clkdlybuf4s50_1
Critical path buffers and inverters -> 3
WS Path Type -> in2out
Vias/cell -> 5.827
CORE AREA -> 18210 sq um
Worst hold path type -> in2out
Worst-Margin Slew -> 0.8582 ns
P&R area growth vs syn -> 20.36%
MaxCap Viol Count -> 0
Sequential cell area -> 0 sq um
Final Hold Viols -> 0
Die H -> 139.4 microns
Post-synth top area cell -> ha_1
GPL Wtd Cong -> 0.9990
Number of routed nets with antenna violations -> 0
Final instance area -> 6820 sq um
Initial antenna violation count -> 0
Final worst path period need -> 10.85 ns
Share of layout cells above drive strength 1 -> 3.796%
Critical path arrival -> 7.89 ns
==> area by class of cell <==
class | instances | area [sq um] | share of cell area [%]
multi-input cells | 708 | 5076 | 74.43
repair buffers | 109 | 1064 | 15.59
inverters | 105 | 394.1 | 5.779
well taps | 229 | 286.5 | 4.201
==> cells by family after synthesis <==
logic type	synth area share, %
multiplexers	1.479
AND-OR/OR-AND	38.53
buffers and inverters	10.42
adder cells (fa/ha/maj)	24.11
XOR/XNOR	2.760
AND/OR/NAND/NOR	22.70
==> power by group <==
group / total [mW] / switching [mW] / internal [mW]
logic: 0.270 / 0.157 / 0.113
clock network: 0 / 0 / 0
registers: 0 / 0 / 0
total: 0.270 / 0.157 / 0.113
==> path summary, 6_finish.rpt <==
kind | startpoint | to | slack (ns)
min | sel[0] | out[0] | 6.94
max | b[0] | zeroFlag | 3.95
==> placed cells by master, fill, tap and decap left out, types with 9 or more instances in the layout <==
master	count
o21bai_1	11
a21o_1	12
buf_4	9
o211ai_1	31
nand3_1	30
ha_1	106
nand2_1	65
xnor2_1	14
a21oi_1	78
o21ai_0	41
nor4_1	14
nor2_1	77
o31ai_1	11
a31oi_1	12
a211oi_1	16
clkdlybuf4s50_1	99
inv_1	103
nor3_1	20
==> metrics by stage <==
stage	worst slack, ns	hold slack (ns)	total power [mW]	util [%]	std cells
after floorplan	5.815	6.194	0.1623	-	859
after global placement	4.103	6.939	0.2674	37.46	1151
after detailed placement	4.002	6.946	0.2647	37.46	1151
after CTS	3.955	6.949	0.2665	37.46	1151
after global routing	3.678	7.016	0.2950	37.46	1151
final	3.951	6.941	0.2705	37.46	1151
==> routing by layer <==
| layer | vias up | GRT usage [%] | wire [microns] |
|---|---|---|---|
| met4 | 0 | 5.205 | 542 |
| met2 | 291 | 34.86 | 9520 |
| li1 | 3292 | - | - |
| met3 | 40 | 2.700 | 1588 |
| met1 | 3084 | 33.15 | 10330 |
| met5 | - | 0 | 0 |
Power and IR drop assume default switching activity.
